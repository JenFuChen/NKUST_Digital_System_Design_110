--- flow/config.mk ---
export PLATFORM = sky130hd
export DESIGN_NAME = hw9_LSFR
export DESIGN_NICKNAME = hw9_LSFR
export VERILOG_FILES = /design/flow/design.v
export SDC_FILE = /design/flow/constraint.sdc
export NUM_CORES = 4
export LEC_CHECK = 1
export CORE_UTILIZATION = 40
--- flow/constraint.sdc ---
current_design hw9_LSFR

set clk_period 37.8
set clk_io_pct 0.2

create_clock -name clk0 -period $clk_period [get_ports {clk}]

set non_clock_inputs [all_inputs -no_clocks]
set_input_delay [expr $clk_period * $clk_io_pct] -clock clk0 $non_clock_inputs
set_output_delay [expr $clk_period * $clk_io_pct] -clock clk0 [all_outputs]
--- flow/design.v ---
module hw9_LSFR(clk,rst,num_temp,out_1,out_2,out_3,out_4,out_5,out_6,out_7,out_8);
input clk,rst;
output reg[7:0]num_temp;
output reg[7:0]out_1,out_2,out_3,out_4,out_5,out_6,out_7,out_8;
reg [7:0]temp[7:0];
integer i,j,k;
reg [7:0]temp_sort;
reg [1:0]State,NextState;
parameter S0=2'b00,S1=2'b01,S2=2'b10;
always@(posedge clk , posedge rst)begin
    if(rst)begin
        State <= S0;
        num_temp <= 8'hF1;
        i = 0;
    end
    else begin
        State <= NextState;
        if(i < 8)begin
            num_temp <= {num_temp[6], num_temp[7]^num_temp[5], num_temp[7]^num_temp[4], num_temp[3], num_temp[7]^num_temp[2], num_temp[1], num_temp[0], num_temp[7]};
            temp[i] <= num_temp;
        end
        else begin
            j = 0;
            k = 0;
            for(j=0;j<7;j=j+1)begin
                for(k=0;k<7-j;k=k+1)begin
                    if(temp[k] > temp[k+1])begin
                        temp_sort = temp[k];
                        temp[k] = temp[k+1];
                        temp[k+1] = temp_sort;
                    end
                end
            end
        end
        i = i + 1;
    end
end
always@(*)begin
    case(State)
        S0:begin
            if(i < 8)
                NextState = S1;
            else
                NextState = S0;
        end
        S1:begin
            if(i >= 16)
                NextState = S2;
            else
                NextState = S1;
        end
        S2:begin
        end
    endcase
end
always@(State)begin
    case(State)
        S0: begin
            out_1 = 0;
            out_2 = 0;
            out_3 = 0;
            out_4 = 0;
            out_5 = 0;
            out_6 = 0;
            out_7 = 0;
            out_8 = 0;
        end
        S1: begin
        end
        S2: begin
            out_1 = temp[0];
            out_2 = temp[1];
            out_3 = temp[2];
            out_4 = temp[3];
            out_5 = temp[4];
            out_6 = temp[5];
            out_7 = temp[6];
            out_8 = temp[7];
        end
    endcase
end
endmodule
--- flow/run.sh ---
#!/bin/bash
# OpenROAD 26Q1-2900-gdf79404cd8, Yosys 0.63+post, stock flow scripts
make -C /OpenROAD-flow-scripts/flow DESIGN_CONFIG=/design/flow/config.mk WORK_HOME=/design/flow/orfs finish
==> impl_metrics.py <==
# Auto-generated metrics
metrics = {
    "clock_network": {
        "root_buffer": "clkbuf_16",
        "hold_buffers": 0,
        "postCtsSetupBuffers": 0,
        "cts_resized": 0,
        "cts.clk_slew.worst_paths_ps": 70,
        "clock_latency_ps": 360,
        "htree_levels": 3,
        "cts_buffers": 9,
        "cts_buffer_depth": 2,
        "cts_tree": "done",
    },
    "timing": {
        "unclocked_pins": 66,
        "min_period_ps": 29690,
        "fin_skew_ps": 8.59,
        "tightest_slew_ps": 886,
        "tns_ps": 0,
        "max_freq_mhz": 33.7,
        "untimed_endpoints": 132,
        "slew_viol_final": 0,
        "relSlewSlack": 0.407,
        "fin_crit_sh": 0.786,
        "rsz0062_at_grt": "no",
        "setup_viol": 0,
        "hold_viol_final": 0,
    },
    "job": {
        "max-cap-violations": 0,
        "warning_count": 29,
    },
    "synth": {
        "yosys_area_um2": 17500,
        "netlist-cell-type-count": 99,
        "synth_top_area_share": 0.140,
        "synthCells": 2225,
        "syn_avg_cell_area_um2": 7.86,
        "edf_count": 64,
        "top_cell": "nand2_1",
        "ys.flop_type": "dlxtn_1",
        "yosys_warnings": 2,
        "ys_ff": 172,
        "synth_area_um2": 17500,
        "yosys-top-cells-area": "ha_1 14%, edfxtp_1 11%, mux2i_1 6.8%",
        "async_flop_share": 0.244,
        "yosysCellCount": 2225,
        "top_area_cell": "ha_1",
        "top_cells_by_count": "252 x nand2_1, 206 x o21ai_0, 198 x inv_1",
    },
    "setup_path": {
        "crit_path_max_incr_delay_ps": 820,
        "crit_path_start_kind": "flip-flop",
        "crit_type": "reg2reg",
        "cpMaxStageDelayCell": "or4_1",
        "cp.required_ps": 37850,
        "arrival_ps": 29740,
        "end_kind": "flip-flop",
        "path_max_fanout": 38,
        "cpMostUsedCell": "ha_1",
    },
    "global_routing": {
        "grt_max_degree": 65,
        "grt_pass1_vias": 15000,
        "grt_pass1_wl_mm": 87.3,
        "grt.total_usage": 0.265,
        "overflow": 0,
        "grt_antenna_before_repair": 0,
    },
    "place": {
        "routabilityCongestion": 1.01,
        "port_buffers": 73,
        "numPlacedInstances": 2836,
        "dp_hpwl_mm": 48.3,
    },
    "floorplan": {
        "core_area_um2": 43100,
        "io_pins": 74,
        "die_x_um": 211,
        "die-area_um2": 44600,
        "fp_util": 0.406,
        "dieHeight_um": 211,
        "rows": 76,
    },
    "route": {
        "firstDrtPassIters": 5,
        "wl_mm": 56.9,
        "wire_per_inst_um": 19.9,
        "drtIter0Drc": 1164,
        "via_per_inst": 5.61,
        "via_count": 16000,
        "drcViolationCount": 0,
        "num_antenna_cells": 0,
        "detail-route-antenna-nets": 0,
    },
    "cells_and_area": {
        "fin_util": 0.446,
        "top_register": "temp",
        "largest_register_ffs": 64,
        "final_cells": 2852,
        "final_layout_size_suffix_gt1_frac": 0.0794,
        "area_growth_syn_to_layout_pct": 9.86,
        "fill_cells": 4240,
    },
    "min_path": {
        "hold_class": "reg2reg",
    },
    "status": {
        "status": "finished clean",
    },
}
-- placed cells by master (no fill, tap or decap), types with 19 or more instances in the layout --
cell type and n:
a221oi_1 19, a21o_1 46, mux2_2 66, inv_1 198, nand2_1 252, mux2i_1 119, nand4_1 31, dlxtn_1 66
a21oi_1 161, buf_4 32, o21ai_0 205, dfrtp_1 36, edfxtp_1 64, nand2b_1 21, nand3_1 45, clkdlybuf4s50_1 73
nor3_1 26, ha_1 196, nor2_1 154, o21a_1 33, nor2b_1 20, and2_1 79, xnor2_1 37
-- cell families after synthesis --
family / after synthesis / share of synthesized area
buffers and inverters: 277 / 0.0614
multiplexers: 200 / 0.124
AND/OR/NAND/NOR: 696 / 0.190
latches: 66 / 0.0567
flip-flops: 106 / 0.170
XOR/XNOR: 47 / 0.0235
AND-OR/OR-AND: 629 / 0.230
adder cells (fa/ha/maj): 204 / 0.145
-- layer usage --
| layer | global-route usage | vias to the layer above | share of wire |
|---|---|---|---|
| met5 | 0 | - | 0 |
| met4 | 0.0697 | 0 | 0.031 |
| met3 | 0.0346 | 65 | 0.047 |
| met2 | 0.440 | 394 | 0.47 |
| met1 | 0.368 | 7474 | 0.45 |
| li1 | - | 8076 | - |
-- worst max-delay path, delay by kind of cell, from the launching register on --
kind / cells / cell delay [ps]
flip-flops: 1 / 470
multiplexers: 8 / 2990
AND/OR/NAND/NOR: 38 / 7710
buffers and inverters: 14 / 2160
adder cells (fa/ha/maj): 15 / 4700
AND-OR/OR-AND: 48 / 11250
-- layout make-up --
cell class                      count  area [µm²]  share of cell area
Clock buffer                       14         297              0.0154
Inverter                          198         743              0.0387
Tap cell                          585         732              0.0381
Clock inverter                      2        15.0            0.000782
Timing Repair Buffer              105         971              0.0505
Multi-Input combinational cell   1776       12500               0.650
Sequential cell                   172        3970               0.207
-- through the flow --
step | hold WS, ps | cell area, µm² | worst slack, ps
finish | 486 | 19200 | 8110
global route | 511 | 19200 | 5740
CTS | 493 | 19200 | 8470
global placement | 478 | 18900 | 9090
floorplan | 447 | 17500 | 10440
detailed placement | 478 | 18900 | 8530
-- final timing paths --
path                                           start                       to  slack, ps  depth (start not counted)
worst max-delay path            temp[0][1]$_DFFE_PP_     temp[1][0]$_DFFE_PP_       8110                        123
worst min-delay path                 i[23]$_DFF_PP0_          i[23]$_DFF_PP0_        490                          1
worst max register to register  temp[0][1]$_DFFE_PP_     temp[1][0]$_DFFE_PP_       8110                        123
worst min register to register       i[23]$_DFF_PP0_          i[23]$_DFF_PP0_        490                          1
max in group asynchronous                        rst       State[0]$_DFF_PP0_      29470                          3
min in group asynchronous                        rst  num_temp[2]$_DFFE_PP0N_       7940                          3
