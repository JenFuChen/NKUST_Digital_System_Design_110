==> /design/flow/design.v <==
module sort (
    input   clk,
    input   rst,
    input   data_vaild,
    input   [7:0]   data,
    output  reg vaild,
    output  reg[7:0]   sort_data
);
reg [7:0] form[9:0][5:0],temp;
integer i , j,cnt,k,cnt2;
always @(posedge clk)
begin
    if(rst)
    begin
        vaild <= 0;
        sort_data <= 8'b00000000;
        cnt <= 0;
        j <= 0;
        k <= 0;
        cnt <= 0;
        cnt2 <= 0;
        temp = 8'b00000000;
        for(i = 0 ; i < 10 ; i = i + 1)begin
            for(j = 0 ; j < 6; j = j + 1)
                form[i][j] <= 8'b00000000;
        end
    end
    else 
    begin
        if(cnt < 60)
        begin
            form[cnt/6][cnt%6] <= data;
            cnt <= cnt + 1;
            vaild <= 1'b0;
        end
        else
        begin
            for(i = 0 ; i < 60 ;i = i + 1)begin
                sort_data <= form[i/6][i%6];
                vaild <= 1'b1;
            end
        end
    end
end
endmodule
==> /design/flow/run.sh <==
#!/bin/bash
# OpenROAD 26Q1-2900-gdf79404cd8, Yosys 0.63+post, stock flow scripts
make -C /OpenROAD-flow-scripts/flow DESIGN_CONFIG=/design/flow/config.mk WORK_HOME=/design/flow/orfs finish
==> /design/flow/config.mk <==
export PLATFORM = sky130hd
export DESIGN_NAME = sort
export DESIGN_NICKNAME = sort
export VERILOG_FILES = /design/flow/design.v
export SDC_FILE = /design/flow/constraint.sdc
export NUM_CORES = 4
export LEC_CHECK = 1
export CORE_UTILIZATION = 40
==> /design/flow/constraint.sdc <==
current_design sort

set clk_period 16.3
set clk_io_pct 0.2

create_clock -name clk0 -period $clk_period [get_ports {clk}]

set non_clock_inputs [all_inputs -no_clocks]
set_input_delay [expr $clk_period * $clk_io_pct] -clock clk0 $non_clock_inputs
set_output_delay [expr $clk_period * $clk_io_pct] -clock clk0 [all_outputs]
==> flow_summary.rst <==
Metrics
=======

.. list-table::
   :header-rows: 1

   * - Metric
     - Value
   * - Fraction of final layout cells with drive strength greater than 1
     - 0.0722
   * - Top-level I/O count
     - 20
   * - Count of standard-cell rows
     - 45
   * - Worst hold-check path type
     - flip-flop to flip-flop
   * - Global-route congestion overflow total
     - 0
   * - Count of flip-flops with a built-in enable after synthesis
     - 8
   * - Synth Instances
     - 857
   * - Drc violations
     - 0
   * - Total power density per cell area
     - 39.3 nW/um2
   * - Critical path's largest stage delay
     - 0.61 ns
   * - Port buffer count
     - 18
   * - Chip footprint
     - 16,200 um2
   * - Number of CTS-inserted buffers
     - 5
   * - Clock sink count
     - 49
   * - Final worst setup slack
     - 2.75 ns
   * - Synthesized cell area
     - 6280 um2
   * - Average vias per placed instance
     - 5.79
   * - Post-synthesis register bit count
     - 49
   * - Kind of start point of the critical path
     - flip-flop
   * - Total count of hold-check failures in the final report
     - 0
   * - Hold WS
     - 0.490 ns
   * - GPL Wtd Cong
     - 0.892
   * - Vias in the first global route
     - 5,419
   * - Cts repair resizes
     - 0
   * - Unrepaired setup endpoints after global routing
     - no
   * - Hold buffer count at cts
     - 0
   * - Final critical-path share of the clock period
     - 0.831
   * - Minimum setup slack after placement
     - 2.87 ns
   * - Pin count of the biggest net entering global routing
     - 43
   * - Clock Pin Slew Worst Setup and Hold Paths
     - 0.06 ns
   * - Number of pins with negative max-slew slack in the final report
     - 0
   * - Vias after detailed routing
     - 6,116
   * - Core ar.
     - 15,300 um2
   * - HPWL reported at the end of detailed placement
     - 11.1 mm
   * - Worst-margin pin slew
     - 0.858 ns
   * - Chip height
     - 127 um
   * - Root buffer cell
     - sky130_fd_sc_hd__clkbuf_16
   * - Total setup violations reported at the end of the flow
     - 0
   * - Global Route Usage Sum
     - 0.196
   * - Static power due to leakage
     - 2.42 nW
   * - First-pass GRT wire length
     - 26.3 mm
   * - Required time reported for the critical path endpoint
     - 16.22 ns
   * - Drt first-iter violations
     - 458
   * - Critical-path cell with the highest stage delay
     - sky130_fd_sc_hd__o21ai_1
   * - Cell area after placement
     - 6600 um2
   * - Fraction of the core area covered by cells at the end of the flow
     - 0.443
   * - First-pass iteration count of the detailed router
     - 5
   * - Setup crit end kind
     - flip-flop
   * - Relative area change from synthesis to final layout
     - 7.53%
   * - Count of placed standard cells in the final layout, fillers left out
     - 1,056
   * - Most used cell along the critical path
     - sky130_fd_sc_hd__ha_1
   * - Time the worst path needs with I/O delays and setup
     - 13.55 ns
   * - Dominant logic cell types in the final layout
     - 103 x sky130_fd_sc_hd__nor2_1, 83 x sky130_fd_sc_hd__nand2_1, 54 x sky130_fd_sc_hd__xnor2_1
   * - Die span in x
     - 127 um
   * - Run status
     - complete, no violations
   * - Count of instantiated cells in the yosys netlist
     - 857
   * - Final non-filler cell area
     - 6750 um2
   * - Warning count from the yosys run
     - 1
   * - Fraction of synthesis flops using an asynchronous set or reset pin
     - 0
   * - Type of the worst setup path
     - flip-flop to flip-flop
   * - Overall power after layout
     - 0.265 mW
   * - Worst-path maximum fanout
     - 26
   * - Post-Route Skew
     - 0.00545 ns
   * - Core Density at Floorplan
     - 0.412
   * - Number of nets still failing antenna checks after routing
     - 0
   * - Max Cap Viol
     - 0
   * - Initial antenna violation count
     - 0
   * - VDD IR-drop max
     - 0.0450 mV
   * - Clock tree buffer depth
     - 2
   * - CTS H-tree depth
     - 2
   * - Routed WL
     - 15.0 mm
   * - Leading cell type in the layout, fill and taps excluded
     - sky130_fd_sc_hd__nor2_1
   * - Worst endpoint data arrival time
     - 13.46 ns
   * - Area of the synthesized netlist per yosys stat
     - 6280 um2
   * - Antenna cell count
     - 0
   * - Setup TNS after final layout
     - 0 ns
   * - Dpl cells
     - 1,048
   * - CTS tree
     - yes
   * - Top flip-flop cell by instance count after synthesis
     - sky130_fd_sc_hd__dfxtp_1
   * - Remaining max-slew budget at the tightest pin
     - 0.426
   * - Number of warnings in the stage logs
     - 28
   * - Buffer count from post-CTS setup fixing
     - 0
   * - Routed length per instance
     - 14.2 um
   * - Part of the Yosys area used for sequential elements
     - 0.169
   * - Fmax
     - 0.0738 GHz
   * - Insertion delay of the later-clocked pin in the worst-skew pair
     - 0.29 ns
   * - Post-Syn Area per Cell
     - 7.33 um2
   * - Number of distinct library cells after synthesis
     - 91
## layout make-up
| class | count | area (um2) |
|---|---|---|
| fillers | 1587 | 8510 |
| multi-input cells | 733 | 4900 |
| flip-flops and latches | 49 | 1060 |
| repair buffers | 33 | 293 |
| well taps | 211 | 264 |
| clock buffers | 6 | 139 |
| inverters | 22 | 82.6 |
| clock inverters | 2 | 13.8 |
## cell usage after synthesis (17+ instances only)
library cell,count,area share
sky130_fd_sc_hd__o21ai_0,38,0.030
sky130_fd_sc_hd__a21oi_1,33,0.026
sky130_fd_sc_hd__xnor2_1,54,0.075
sky130_fd_sc_hd__nor2_1,103,0.062
sky130_fd_sc_hd__nand3_1,43,0.034
sky130_fd_sc_hd__xor2_1,43,0.060
sky130_fd_sc_hd__ha_1,17,0.034
sky130_fd_sc_hd__mux2i_1,18,0.029
sky130_fd_sc_hd__inv_1,22,0.013
sky130_fd_sc_hd__dfxtp_1,41,0.13
sky130_fd_sc_hd__nor3_1,39,0.031
sky130_fd_sc_hd__clkbuf_1,38,0.023
sky130_fd_sc_hd__nand2_1,83,0.050
## cell families (layout without fill, tap and decap cells)
logic type      Yosys count  after routing  share of synthesized area
fa+ha+maj                20             20                     0.0418
buf+inv                  75             63                     0.0508
mux                      18             18                     0.0287
xor+xnor                101            101                      0.148
flops                    49             49                      0.169
compound gates          230            230                      0.274
simple gates            364            364                      0.288
## power breakdown
group	total (mW)	switching (mW)	internal [mW]
sequential	0.126	0.00174	0.124
clock	0.106	0.0450	0.0611
combinational	0.0335	0.0198	0.0136
## state kept, by name, summed over array words and instances (netlist names)
register	flops
vaild	1
sort_data	8
cnt	32
form	8
## worst paths after layout
check	depth (start not counted)	startpoint	to	slack, ns
max	45	cnt[0]	form[0][3]	2.75
min reg2reg	2	form[0][7]	sort_data[7]	0.49
min	2	form[0][7]	sort_data[7]	0.49
max reg2reg	45	cnt[0]	form[0][3]	2.75
## metal layers
layer	routed length [um]	track usage	vias up
met5	0	0	-
met4	82	0.0112	0
met3	624	0.0115	6
met2	6520	0.300	152
met1	7770	0.321	2805
li1	-	-	3153
## worst max-delay path, delay by kind of cell, from the launching register on
| kind | cells | cell delay (ns) |
|---|---|---|
| DFF | 1 | 0.40 |
| xor gates and xnor gates | 4 | 1.09 |
| and+or+nand+nor | 12 | 3.29 |
| adders and majority gates | 7 | 2.25 |
| AOI/OAI and AO/OA | 17 | 5.31 |
| buffers and inverters | 5 | 0.85 |
Power is estimated from default activity; no workload was simulated.
