==> design.v <==
module HW3_Shoot_Darts(a_x,a_y,b_x,b_y,c_x,c_y,d_x,d_y,A_s,B_s,C_s,D_s,Maxs);
input [3:0]a_x,a_y,b_x,b_y,c_x,c_y,d_x,d_y;
output [2:0]A_s,B_s,C_s,D_s,Maxs;
reg [2:0]ma;
 s s1(a_x,a_y,A_s);
 s s2(b_x,b_y,B_s);
 s s3(c_x,c_y,C_s);
 s s4(d_x,d_y,D_s);
always@(*)
begin
 if(A_s==7||B_s==7||C_s==7||D_s==7)
  ma<=7;
 else if(A_s==6||B_s==6||C_s==6||D_s==6)
  ma<=6;
 else if(A_s==5||B_s==5||C_s==5||D_s==5)
  ma<=5;
 else if(A_s==4||B_s==4||C_s==4||D_s==4)
  ma<=4;
 else if(A_s==3||B_s==3||C_s==3||D_s==3)
  ma<=3;
 else if(A_s==2||B_s==2||C_s==2||D_s==2)
  ma<=2;
 else if(A_s==1||B_s==1||C_s==1||D_s==1)
  ma<=1;
 else 
  ma<=0;
end
assign Maxs=ma;
endmodule
module s(x,y,s);
input [3:0]x,y;
output [2:0]s;
reg[2:0]s;
always@(*)
begin
 if(y<10&&y>=0&&x>=0&&(y+2*x)<(16)&&(y+9)>(2*x))
  s=1;
 else if(y>10&&y<16&&x>=0&&(y+2*x)<(16))
  s=2;
 else if(y>10&&y<16&&((y+2*x)>(16))&&(y+9)>(2*x))
  s=3;
 else if(y>10&&y<16&&x<16&&(y+9)<(2*x))
  s=4;
 else if(y<10&&y>=0&&x<16&&(y+2*x)>(16)&&(y+9)<(2*x))
  s=5;
 else if((y>=0)&&((y+2*x)<(16))&&(y+9)<(2*x))
  s=6;
 else if((y<10)&&((y+2*x)>(16))&&(y+9)>(2*x))
  s=7;
 else 
  s=0;
end
endmodule
==> run.sh <==
#!/bin/bash
# OpenROAD 26Q1-2900-gdf79404cd8, Yosys 0.63+post, stock flow scripts
make -C /OpenROAD-flow-scripts/flow DESIGN_CONFIG=/design/flow/config.mk WORK_HOME=/design/flow/orfs finish
==> config.mk <==
export PLATFORM = sky130hd
export DESIGN_NAME = HW3_Shoot_Darts
export DESIGN_NICKNAME = HW3_Shoot_Darts
export VERILOG_FILES = /design/flow/design.v
export SDC_FILE = /design/flow/constraint.sdc
export NUM_CORES = 4
export LEC_CHECK = 1
export CORE_UTILIZATION = 30
==> constraint.sdc <==
current_design HW3_Shoot_Darts

set clk_period 6.0
set clk_io_pct 0.2

create_clock -name clk0 -period $clk_period

set non_clock_inputs [all_inputs -no_clocks]
set_input_delay [expr $clk_period * $clk_io_pct] -clock clk0 $non_clock_inputs
set_output_delay [expr $clk_period * $clk_io_pct] -clock clk0 [all_outputs]
==> impl_metrics.yaml <==
# yosys + openroad results
setup_path:
  cp-end-kind: "output port"
  cp-start-kind: "primary input"
  arrival_ns: 4.55
  crit_fanout: 5
  cp.required_ns: 4.80
  critPathKind: "in -> out"
place:
  place_area_um2: 2640
  place_congestion: 0.880
  dp_hpwl_um: 4570
  port_buffers: 47
timing:
  finalHoldViolCount: 0
  worst_pin_slew_ns: 0.653
  max_freq_mhz: 174
  period_needed_ns: 5.75
  grt_setup_unrepaired: "false"
  slew_violations: 0
  hold_ws_ns: 3.41
  period_used_pct: 95.8
  slew-limit-headroom_pct: 56.0
  setup_viol: 0
  tns_ns: 0
detailed_routing:
  dr.max_layer_used: "met3"
  drc: 0
  wl_met2_um: 2310
  drtIter0Drc: 135
  vias: 2212
  route.met3.wl_um: 157
  drtPass1Iterations: 21
  via_per_inst: 5.34
  wl_met1_um: 2840
  wl_per_cell_um: 12.8
  diodes: 0
  routed_wl_um: 5300
  ant_nets: 0
floorplan:
  dieHeight_um: 84.1
  dieArea_um2: 7080
  io_pins: 47
  die-width_um: 84.1
  row_count: 29
  fp_util_pct: 31.5
  coreArea_um2: 6420
global_route:
  grt_antenna_before_repair: 0
  grt_pass1_wl_um: 9200
  grt_use_total_pct: 15.5
  grt_pass1_vias: 2009
  grt_max_degree: 11
  grt-ovfl-total: 0
run:
  warnings: 33
  max_cap_violations: 0
synthesis:
  synthCells: 285
  yosysSeqAreaShare_pct: 0
  largest_area_cell: "ha_1"
  syn_avg_cell_area_um2: 7.10
  ys_types: 65
  yosysWarnings: 2
  topCellsByArea: "ha_1 (20%), inv_1 (5.8%), nand2_1 (4.5%)"
  ys_area_um2: 2020
  top_area_share_pct: 20.4
  ys_cells: 285
  netlist_area_um2: 2020
finish:
  areaGrowthSynthToFinish_pct: 30.9
  ff_count: 0
  final_core_util_pct: 41.2
  nFillCells: 633
  ff_latch_area_um2: 0
  nClkBuffers: 0
  logic_area_um2: 1900
  drive_above_1_share_pct: 7.12
  fin_area_um2: 2650
power:
  vdd_drop_max_v: 0.0000434
  leakage_nw: 1.18
  power_mw: 0.294
  p_per_area_nw_per_um2: 111
clock_network:
  ctsHoldBuffers: 0
status:
  outcome: "finished clean"
hold_path:
  hold_path.class: "in -> out"
  holdPathEnd: "B_s[1]"
  min_path_cells: 5
  min_from: "b_y[1]"
-- repair_timing --
action | CTS | global route
resized | 0 | 3
endpoints found under the setup margin | 0 | 1
setup buffers | 0 | 0
-- synthesized netlist by cell type (4+ instances only) --
| cell type | instances |
|---|---|
| nor3b_1 | 4 |
| ha_1 | 33 |
| inv_1 | 31 |
| xor2_1 | 8 |
| nand4_1 | 4 |
| o21ai_1 | 6 |
| a21o_1 | 11 |
| nor2_1 | 18 |
| nand2_1 | 24 |
| o21ai_0 | 17 |
| nand3_1 | 11 |
| and2_1 | 5 |
| a21oi_1 | 16 |
| fa_1 | 4 |
| nor3_1 | 9 |
| o21a_1 | 9 |
| and3_1 | 6 |
-- critical path: stages --
cell and delay [ns]:
clkdlybuf4s50_1 0.59, ha_1 0.21, inv_1 0.05, fa_1 0.51, nand4bb_1 0.11, maj3_2 0.32, o211ai_2 0.19, buf_4 0.16
o32ai_1 0.12, nor3b_4 0.24, nand2_1 0.07, o211ai_1 0.25, clkdlybuf4s50_1 0.52
-- where the power goes --
| part | switching [mW] | leakage [nW] | internal [mW] |
|---|---|---|---|
| Clock | 0 | 0 | 0 |
| Sequential | 0 | 0 | 0 |
| Combinational | 0.141 | 1.18 | 0.153 |
-- per-stage QoR --
step	setup slack (ns)	instances
6_report	0.250	414
3_5_place_dp	0.203	414
4_1_cts	0.200	414
3_3_place_gp	0.258	414
2_1_floorplan	1.38	285
5_1_grt	0.0327	414
-- worst max path at each step --
stage | start | depth (start not counted) | end | slack (ns)
finish | a_y[1] | 13 | Maxs[1] | 0.25
global route | c_y[1] | 12 | Maxs[1] | 0.03
CTS | b_y[1] | 12 | Maxs[1] | 0.20
-- layout by cell type, fill, tap and decap left out, drive strengths merged, types with 3 or more instances in the layout --
cell and n:
nand2b 3, nand2 24, o21ai 23, a21oi 16, fa 4, buf 8
o32ai 3, nor2 18, nand4 4, o21a 9, nor3 10, a211oi 3
a21o 11, or2 3, inv 31, and3 6, nor3b 5, xor2 8
and2 5, nand3 11, nor4 5, clkdlybuf4s50 46, o211ai 5, ha 33
-- metal layers --
| layer | global-route usage [%] | up-vias |
|---|---|---|
| met5 | 0 | - |
| met4 | 0 | 0 |
| met3 | 1.31 | 0 |
| met2 | 24.8 | 33 |
| met1 | 24.3 | 997 |
| li1 | - | 1182 |
-- cell type report --
class,instances,share of cell area (%)
multi-input combinational,251,71.8
inverter,31,4.40
timing repair buffer,55,20.1
tap,77,3.64
-- logic make-up after synthesis --
| family | Yosys count | synth area share [%] |
|---|---|---|
| AND-OR/OR-AND | 91 | 32.1 |
| XOR/XNOR | 9 | 3.90 |
| adder cells (fa/ha/maj) | 39 | 25.4 |
| buffers and inverters | 34 | 6.43 |
| multiplexers | 1 | 0.495 |
| AND/OR/NAND/NOR | 111 | 31.7 |
Power is estimated from default activity; no workload was simulated.
