File: flow/run.sh
#!/bin/bash
# OpenROAD 26Q1-2900-gdf79404cd8, Yosys 0.63+post, stock flow scripts
make -C /OpenROAD-flow-scripts/flow DESIGN_CONFIG=/design/flow/config.mk WORK_HOME=/design/flow/orfs finish
File: flow/config.mk
export PLATFORM = sky130hd
export DESIGN_NAME = LCD
export DESIGN_NICKNAME = LCD
export VERILOG_FILES = /design/flow/design.v
export SDC_FILE = /design/flow/constraint.sdc
export NUM_CORES = 4
export LEC_CHECK = 1
export CORE_UTILIZATION = 50
File: flow/constraint.sdc
current_design LCD

set clk_period 3.8
set clk_io_pct 0.2

create_clock -name clk0 -period $clk_period [get_ports {Clk}]

set non_clock_inputs [all_inputs -no_clocks]
set_input_delay [expr $clk_period * $clk_io_pct] -clock clk0 $non_clock_inputs
set_output_delay [expr $clk_period * $clk_io_pct] -clock clk0 [all_outputs]
File: flow/design.v
module LCD(Clk, rst, LCD_DATA, LCD_EN, LCD_RW, LCD_RS, DATA_IN);
input 			Clk, rst;
input 	[3:0]  	DATA_IN;
inout 	[7:0]  	LCD_DATA;
output 			LCD_EN, LCD_RW, LCD_RS;
reg 	[3:0] 	state, next_command;
reg 	[7:0] 	DATA_BUS_VALUE;
wire	[7:0] 	Next_Char;
reg 	[19:0] 	CLK_COUNT_400HZ;
reg 	[4:0] 	CHAR_COUNT;
reg 			CLK_400HZ, LCD_RW, LCD_EN, LCD_RS;
reg 	[5:0] 	font_addr;
wire 	[7:0]	font_data;
parameter
	RESET 			= 4'h0,
	DROP_LCD_E 		= 4'h1,
	HOLD 			= 4'h2,
	DISPLAY_CLEAR 	= 4'h3,
	MODE_SET 		= 4'h4,
	Print_String 	= 4'h5,
	LINE2 			= 4'h6,
	RETURN_HOME 	= 4'h7,
	CG_RAM_HOME 	= 4'h8,
	write_CG 		= 4'h9;
assign LCD_DATA = LCD_RW ? 8'bZZZZZZZZ : DATA_BUS_VALUE;
Custom_font_ROM ROM_U(.addr(font_addr), .out_data(font_data));
LCD_display_string u1(.index(CHAR_COUNT), .out(Next_Char), .DATA_IN(DATA_IN), .clk(Clk), .rst(rst));
	always @(posedge Clk or negedge rst)begin
		if (!rst)begin
			CLK_COUNT_400HZ <= 20'h00000;
			CLK_400HZ 		<= 1'b0;
		end
		else if (CLK_COUNT_400HZ < 20'h0F424)begin
			CLK_COUNT_400HZ <= CLK_COUNT_400HZ + 1'b1;
		end
		else begin
			CLK_COUNT_400HZ <= 20'h00000;
			CLK_400HZ 		<= ~CLK_400HZ;
		end
	end
	always @(posedge CLK_400HZ or negedge rst)begin
		if (!rst)begin
			state <= RESET;
		end
		else begin
			case (state)
				RESET : begin   
					LCD_EN 			<= 1'b1;
					LCD_RS 			<= 1'b0;
					LCD_RW 			<= 1'b0;
					DATA_BUS_VALUE 	<= 8'h38;
					state 			<= DROP_LCD_E;
					next_command 	<= DISPLAY_CLEAR;
					CHAR_COUNT 		<= 5'b00000;
				end
				DISPLAY_CLEAR : begin
					LCD_EN 			<= 1'b1;
					LCD_RS 			<= 1'b0;
					LCD_RW 			<= 1'b0;
					DATA_BUS_VALUE 	<= 8'h01;
					state 			<= DROP_LCD_E;
					next_command 	<= MODE_SET;
				end
				MODE_SET : begin
					LCD_EN 			<= 1'b1;
					LCD_RS 			<= 1'b0;
					LCD_RW 			<= 1'b0;
					DATA_BUS_VALUE 	<= 8'h06;
					state 			<= DROP_LCD_E;
					next_command 	<= CG_RAM_HOME;
				end
				Print_String : begin
					state 			<= DROP_LCD_E;
					LCD_EN 			<= 1'b1;
					LCD_RS 			<= 1'b1;
					LCD_RW 			<= 1'b0;
					DATA_BUS_VALUE 	<= Next_Char;
					if (CHAR_COUNT < 31)
						CHAR_COUNT <= CHAR_COUNT + 1'b1;
					else
						CHAR_COUNT <= 5'b00000; 
					if (CHAR_COUNT == 15)
						next_command <= LINE2;
					else if (CHAR_COUNT == 31)
						next_command <= RETURN_HOME;
					else
						next_command <= Print_String;
				end
				LINE2 : begin
					LCD_EN 			<= 1'b1;
					LCD_RS 			<= 1'b0;
					LCD_RW 			<= 1'b0;
					DATA_BUS_VALUE 	<= 8'hC0;  
					state 			<= DROP_LCD_E;
					next_command 	<= Print_String;
				end
				RETURN_HOME : begin
					LCD_EN 			<= 1'b1;
					LCD_RS 			<= 1'b0;
					LCD_RW 			<= 1'b0;
					DATA_BUS_VALUE 	<= 8'h80;  
					state 			<= DROP_LCD_E;
					next_command 	<= Print_String;
				end
				CG_RAM_HOME : begin
					LCD_EN 			<= 1'b1;
					LCD_RS 			<= 1'b0;
					LCD_RW 			<= 1'b0;
					DATA_BUS_VALUE 	<= 8'h40;  
					font_addr		<= 6'd0; 
					state 			<= DROP_LCD_E;
					next_command 	<= write_CG;
				end
				write_CG : begin
					state 			<= DROP_LCD_E;
					LCD_EN 			<= 1'b1;
					LCD_RS 			<= 1'b1;
					LCD_RW 			<= 1'b0;
					DATA_BUS_VALUE 	<= font_data;
					if(font_addr == 6'b111111)begin
						next_command 	<= RETURN_HOME;
					end else begin
						font_addr		<= font_addr + 1;
						next_command 	<= write_CG;
					end
				end
				DROP_LCD_E : begin
					LCD_EN 	<= 1'b0;
					state 	<= HOLD;
				end
				HOLD : begin
					state 	<= next_command;
				end
			endcase
		end
	end
endmodule
module LCD_display_string(index, out, DATA_IN, clk, rst);
	input 			  clk, rst;
	input 		[4:0] index;
	input 		[3:0] DATA_IN;
	output reg 	[7:0] out;	
	reg [7:0] ASCII;
	reg [7:0] displayreg [31:0];
	always@(posedge clk)begin
		displayreg[0] 	<= 8'h4C;  
		displayreg[1] 	<= 8'h43;  
		displayreg[2] 	<= 8'h44;  
		displayreg[3] 	<= 8'h20;  
		displayreg[4] 	<= 8'h44;  
		displayreg[5] 	<= 8'h61;  
		displayreg[6] 	<= 8'h74;  
		displayreg[7] 	<= 8'h61;  
		displayreg[8] 	<= 8'h20;  
		displayreg[9] 	<= 8'h49;  
		displayreg[10] 	<= 8'h6E;  
		displayreg[11] 	<= 8'h3D;  
		displayreg[12] 	<= ASCII;
		displayreg[16] 	<= 8'h44;  
		displayreg[17] 	<= 8'h45;  
		displayreg[18] 	<= 8'h32;  
		displayreg[19] 	<= 8'h20;  
		displayreg[20] 	<= 8'h31;  
		displayreg[21] 	<= 8'h31;  
		displayreg[22] 	<= 8'h35;  
		displayreg[23] 	<= 8'h20;  
		displayreg[24] 	<= 8'h53;  
		displayreg[25] 	<= 8'h57;  
		displayreg[26] 	<= 8'h00;  
		displayreg[27] 	<= 8'h4c;  
		displayreg[28] 	<= 8'h43;  
		displayreg[29] 	<= 8'h44;  
	end
	always@(*)begin
		out <= displayreg[index];
	end
	always@(*)begin
		case(DATA_IN) 
			4'h0 	: ASCII = 8'h30;
			4'h1 	: ASCII = 8'h31;
			4'h2 	: ASCII = 8'h32;
			4'h3 	: ASCII = 8'h33;
			4'h4 	: ASCII = 8'h34;
			4'h5 	: ASCII = 8'h35;
			4'h6 	: ASCII = 8'h36;
			4'h7 	: ASCII = 8'h37;
			4'h8 	: ASCII = 8'h38;
			4'h9 	: ASCII = 8'h39;
			default : ASCII = 8'h20;
		endcase
	end  		 
endmodule
module Custom_font_ROM(addr, out_data); 
	input 	[5:0] addr; 
	output 	[7:0] out_data;
	wire 	[7:0] data[63:0];
	assign out_data = data[addr];
	assign data[00] = 8'b000_00100; 
	assign data[01] = 8'b000_00100;
	assign data[02] = 8'b000_11111;
	assign data[03] = 8'b000_00100;
	assign data[04] = 8'b000_00100;
	assign data[05] = 8'b000_00000;
	assign data[06] = 8'b000_11111;
	assign data[07] = 8'b000_00000; 
	assign data[08] = 8'b000_00000; 
	assign data[09] = 8'b000_00000;
	assign data[10] = 8'b000_00000;
	assign data[11] = 8'b000_00000;
	assign data[12] = 8'b000_00000;
	assign data[13] = 8'b000_00000;
	assign data[14] = 8'b000_00000;
	assign data[15] = 8'b000_00000; 
	assign data[16] = 8'b000_00000; 
	assign data[17] = 8'b000_00000;
	assign data[18] = 8'b000_00000;
	assign data[19] = 8'b000_00000;
	assign data[20] = 8'b000_00000;
	assign data[21] = 8'b000_00000;
	assign data[22] = 8'b000_00000;
	assign data[23] = 8'b000_00000; 
	assign data[24] = 8'b000_00000; 
	assign data[25] = 8'b000_00000;
	assign data[26] = 8'b000_00000;
	assign data[27] = 8'b000_00000;
	assign data[28] = 8'b000_00000;
	assign data[29] = 8'b000_00000;
	assign data[30] = 8'b000_00000;
	assign data[31] = 8'b000_00000; 
	assign data[32] = 8'b000_00000; 
	assign data[33] = 8'b000_00000;
	assign data[34] = 8'b000_00000;
	assign data[35] = 8'b000_00000;
	assign data[36] = 8'b000_00000;
	assign data[37] = 8'b000_00000;
	assign data[38] = 8'b000_00000;
	assign data[39] = 8'b000_00000; 
	assign data[40] = 8'b000_00000; 
	assign data[41] = 8'b000_00000;
	assign data[42] = 8'b000_00000;
	assign data[43] = 8'b000_00000;
	assign data[44] = 8'b000_00000;
	assign data[45] = 8'b000_00000;
	assign data[46] = 8'b000_00000;
	assign data[47] = 8'b000_00000; 
	assign data[48] = 8'b000_00000; 
	assign data[49] = 8'b000_00000;
	assign data[50] = 8'b000_00000;
	assign data[51] = 8'b000_00000;
	assign data[52] = 8'b000_00000;
	assign data[53] = 8'b000_00000;
	assign data[54] = 8'b000_00000;
	assign data[55] = 8'b000_00000; 
	assign data[56] = 8'b000_00000; 
	assign data[57] = 8'b000_00000;
	assign data[58] = 8'b000_00000;
	assign data[59] = 8'b000_00000;
	assign data[60] = 8'b000_00000;
	assign data[61] = 8'b000_00000;
	assign data[62] = 8'b000_00000;
	assign data[63] = 8'b000_00000; 
endmodule 
==> notes.md <==
fresh numbers from the pnr run: status completed, CTS tree yes, Worst Setup End Kind flip-flop, hold_ws approximately 0.5 ns, ratio of cells with drive above 1 in the final layout 4.10%, Post-CTS Resized 0, # diodes 0, post-synth top area cell edfxtp_1, antenna viol nets, final 0, Die Area approximately 6500 um2, final hold viol count 0, wire length per cell between 10 and 15 um, Yosys Instances 314, endpoints left unconstrained around 64, drt first-iter violations roughly 200, worst hold start CLK_COUNT_400HZ[15], largest net degree at the start of global routing 31, number of OpenROAD warnings 33, R2R Path Start CLK_COUNT_400HZ[9], crit path DAT between 1.5 and 2 ns, skew final around 0.0065 ns, hold buffers post-CTS 0, P_leak approximately 1.2 nW, cell family with most CP delay simple AND/OR/NAND/NOR gates, CP startpoint CLK_COUNT_400HZ[9], Area Overhead vs Synth 5.46%, IO Port Bufs 7, first-pass GRT wire length a little over 9000 um, final worst-path cycle share between 40% and 50%, Hold Path Class reg2reg, RSZ-0062 raised after global routing false, chip width roughly 80 um, MaxCap Viol Count 0, Slew HR around 44%, H-Tree Level Count 1, Post-Route WL around 5400 um, synthesis area per yosys about 3100 um2, Worst-Margin Slew approximately 0.84 ns, sum of buffers and inverters on the critical path 1, Post-Syn Area 3070 um2, gr usage total between 10% and 20%, Synth Seq Share a little under 50%, vias 2,184, FP Util between 50 and 60%, Fillers roughly 520, fmax ~630 MHz, I/O pin total 17, Vias per Instance about 5.6, Clock Path Buffers 2, FP Rows 28, max-slew violations 0, crit path max-delay cell type dfrtp_1, post-placement cell count 388, startpoint types flip-flop, cell-by-cell trace of the critical path nor4_1 -> nand2_1 -> a21oi_1 -> o21ai_1 -> buf_4 -> nor2_1, die height 80.3 um, worst vdd ir 0.279 mV, initial antenna violation count 0, power density cells ~350 nW/um2, register pins left without a clock 29, Req. time, crit path approximately 4 ns, worst-path fanout max 11, setup bufs post-CTS 0, Post-synth regs 55, Post-Syn Instances between 300 and 400, clock latency (worst-skew pair) ~0.27 ns, Worst-path clk slew around 0.080 ns, Mean Syn Cell Area slightly below 10 um2, vias in the first global route 1,930, Post-synth EDFFs 25, yosys warns ~45, clk root buf clkbuf_8, Final HPWL DP ~3900 um, Cell area leaders edfxtp_1, dfrtp_1, nor2_1, ha_1, dfxtp_1, Detailed Routing Iterations Pass 1 4, CTS Buf Count 3, setup_tns 0 ns, Critical Path Max Stage Delay approximately 0.44 ns, Dominant flop cell edfxtp_1, fin cells slightly below 400, Final setup viols 0, Top cell area share between 20% and 30%, Async SR Flop Fraction between 40% and 50%, DRC 0, Core Area just under 6000 um2, worst setup path class reg2reg, total gr overflow 0, Unique cell types between 60 and 70, min cycle time layout about 1.6 ns, GPL Wtd Cong ~0.88
-- power by group --
group	total [mW]	switching [mW]	internal [mW]
clock network	0.171	0.0783	0.0924
logic	0.312	0.181	0.130
registers	0.643	0.105	0.538
-- logic make-up (layout without fill, tap and decap cells) --
kind of cell	count (synthesis)	after routing	share of synthesized area, %
buf+inv	29	28	4.61
simple gates	131	131	20.9
mux	2	2	0.816
compound gates	62	62	14.2
xor+xnor	22	22	6.28
other cells	1	5	0.122
fa+ha+maj	12	12	4.89
flops	55	55	48.1
-- layer usage --
metal | GRT usage (%) | part of all wire [%]
met1 | 34.4 | 51
met2 | 28.3 | 44
met3 | 1.15 | 3.9
met4 | 1.43 | 0.74
met5 | 0 | 0
-- metrics by stage --
| step | setup slack (ns) | utilization [%] | total power, mW | instance area (um2) |
|---|---|---|---|---|
| floorplan | 2.40 | - | 0.861 | 3080 |
| global placement | 2.14 | 53.7 | 0.956 | 3180 |
| detailed placement | 2.14 | 53.7 | 0.962 | 3180 |
| CTS | 2.19 | 54.6 | 1.14 | 3240 |
| global route | 2.01 | 54.6 | 1.21 | 3240 |
| finish | 2.21 | 54.6 | 1.13 | 3240 |
-- worst reg2reg max path: cells and delay by family, from the launching register on --
kind,cells,cell delay [ns]
simple gates,3,0.46
flops,1,0.44
compound gates,2,0.36
buf+inv,1,0.26
-- cells in the mapped netlist (all sizes together) (2+ instances only) --
master	n
nor2	53
dfrtp	25
edfxtp	25
nand2	19
a21oi	13
nand3	13
ha	12
inv	12
o21ai	12
xnor2	11
xor2	11
buf	8
and3	7
clkbuf	7
nor3	7
o211ai	6
dfxtp	5
nand2b	5
nand4	5
nor4	4
a211oi	3
a311oi	3
and2	3
nor2b	3
a21o	2
a22o	2
a31oi	2
and4	2
clkinv	2
nand3b	2
o21a	2
o22ai	2
o2bb2ai	2
o31ai	2
or3b	2
-- state kept, by name, indices dropped and copies added (netlist names) --
name             flops
font_addr            6
CLK_400HZ            1
state                4
u1.displayreg        5
LCD_EN               1
CLK_COUNT_400HZ     20
LCD_RS               1
next_command         4
CHAR_COUNT           5
LCD_DATA             8
-- layout by cell type (no fill, tap or decap), drive strengths merged, types with 3 or more instances in the layout --
cell           Yosys  layout
edfxtp            25      25
nand2             19      19
a21oi             13      13
nor3               7       7
a211oi             3       3
and2               3       3
clkdlybuf4s50      0       7
a311oi             3       3
dfxtp              5       5
nor4               4       4
nand3             13      13
o21ai             12      12
inv               12      12
dfrtp             25      25
xnor2             11      11
clkbuf             7       4
o211ai             6       6
nand4              5       5
nand2b             5       5
xor2              11      11
nor2b              3       3
ha                12      12
conb               1       5
nor2              53      53
buf                8       3
and3               7       7
-- cell type report --
class                           instances  area, um2  share of cell area [%]
Clock buffer                            4       55.1                    1.70
Inverter                               14       52.6                    1.62
Multi-Input combinational cell        234       1470                    45.3
Sequential cell                        55       1480                    45.6
Tap cell                               75       93.8                    2.90
Timing Repair Buffer                   10       92.6                    2.86
-- worst paths after layout --
kind	cells after the start	slack, ns	to
worst max-delay path	6	2.21	CLK_COUNT_400HZ[13]
worst min-delay path	2	0.51	CLK_COUNT_400HZ[15]
worst max register to register	6	2.21	CLK_COUNT_400HZ[13]
worst min register to register	2	0.51	CLK_COUNT_400HZ[15]
max in group asynchronous	2	2.70	CLK_COUNT_400HZ[14]
min in group asynchronous	2	0.85	CLK_COUNT_400HZ[4]
Power is estimated from default activity; no workload was simulated.
