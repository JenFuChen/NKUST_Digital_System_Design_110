--- flow/design.v ---
module HW3(CLK, RST, En, Valid, num, out);
integer count = 0, i = 0, j = 1; 
input CLK, RST, En;
input [3:0] num;
output [39:0] out;
output Valid;
reg [3:0] data[0:9], temp;
reg [3:0] odd[0:9], even[0:9];
reg [39:0] out;
reg Valid;
always @(posedge CLK)
begin
	if(RST)
		begin
			out = 40'd0;
			Valid = 1'd0;
		end
	else if(En && count <= 9)
		begin
			if(num != 0)
				data[count] = num;
			else
				data[count] = 0;
			count = count + 1;
		end
	else
		begin
			if(count > 9 && count <20 ) 
			begin
				for(i = 0 ; i < 10 ; i = i + 1)
				begin
					for(j = i ; j < 10; j = j + 1)
					begin
						if(data[i][0] == 0 && data[j][0] == 0 && data[i] > data[j] && data[i] != 0 && data[j] != 0)
						begin
								temp = data[i];
								data[i] = data[j];
								data[j] = temp;
						end
					end
				end
			end
			else
			begin
				out = {data[0],data[1],data[2],data[3],data[4],data[5],data[6],data[7],data[8],data[9]};
				if(count == 22)
					Valid = 1;
			end
			count = count + 1;
	end
end
endmodule
--- flow/config.mk ---
export PLATFORM = sky130hd
export DESIGN_NAME = HW3
export DESIGN_NICKNAME = HW3
export VERILOG_FILES = /design/flow/design.v
export SDC_FILE = /design/flow/constraint.sdc
export NUM_CORES = 4
export LEC_CHECK = 1
export CORE_UTILIZATION = 30
--- flow/run.sh ---
#!/bin/bash
# OpenROAD 26Q1-2900-gdf79404cd8, Yosys 0.63+post, stock flow scripts
make -C /OpenROAD-flow-scripts/flow DESIGN_CONFIG=/design/flow/config.mk WORK_HOME=/design/flow/orfs finish
--- flow/constraint.sdc ---
current_design HW3

set clk_period 35.6
set clk_io_pct 0.2

create_clock -name clk0 -period $clk_period [get_ports {CLK}]

set non_clock_inputs [all_inputs -no_clocks]
set_input_delay [expr $clk_period * $clk_io_pct] -clock clk0 $non_clock_inputs
set_output_delay [expr $clk_period * $clk_io_pct] -clock clk0 [all_outputs]
==> Slide: Implementation Results <==
Run Summary

Status
  • Status: complete, no violations

Min path
  • Hold Startpoint: out[31]
  • Hold path cells: 2
  • Hold Crit Endpoint: out[31]
  • Worst hold path type: register to register

Run
  • Tool Warnings: 73
  • Max cap viols: 0

Placement
  • Gpl congestion: 0.959
  • Pre-CTS WS: 6070 ps
  • Placed Area: 18,200 um2
  • Hpwl dp: 40,100 um
  • IO buf count: 47

Final timing
  • Tcrit/Tclk final: 84.1%
  • Fmax: 33.4 MHz
  • Finish-stage setup viols: 0
  • Actual slew at the worst max-slew pin: 930 ps
  • Fin Clk Skew: 17.7 ps
  • Unrepaired setup endpoints after global routing: no
  • Final Hold Fails: 0
  • Relative slew margins: 36.2%
  • Fin Setup TNS: 0 ps
  • Final setup margin: 5670 ps
  • Min Tclk post-route: 29,930 ps
  • Max Slew Vio Count: 0

CTS
  • Post-cts hold buffer count: 0
  • Clock transition at path regs: 60 ps
  • Insertion Delay late pin: 410 ps
  • CTS buffer count: 17
  • Clock sink total: 113
  • Clk buf depth: 2
  • H-tree levels: 4
  • Post-CTS Setup Inserts: 0
  • Root Driver: clkbuf_16
  • Gates resized, CTS repair: 0
  • CTS tree: built

Setup path
  • FF-to-FF End: data[8][1]
  • Critical Path AT: 30,140 ps
  • Startpoint Class: register
  • Reg2reg start: data[1][1]
  • Critical Path Fanout Max: 21
  • Critical Path Most Common Cell: ha_1
  • Crit-path slowest cell: or4_1
  • FF-to-FF setup slack: 5670 ps
  • WP data required: 35,810 ps
  • CP peak stage delay: 860 ps
  • CP Capture Type: register
  • Worst Reg-to-Reg Cells: 119
  • CP Class: register to register

Global route
  • Total global-route track usage: 17.3%
  • Vias in the first global route: 15,064
  • Largest net degree at the start of global routing: 43
  • Grt ovf: 0
  • First-pass GRT wire length: 78,700 um
  • Antenna violations before repair: 1

Logic synthesis
  • Netlist cell types: 126
  • And+or+nand+nor area frac: 21.2%
  • MUX share of area: 11.3%
  • XOR/XNOR Area Share: 3.04%
  • FA/HA/MAJ Cells, Area Fraction: 12.3%
  • Ys flop type: edfxtp_1
  • Post-synth area hogs: edfxtp_1, ha_1, mux2i_1
  • Mapped Avg Cell Area: 7.71 um2
  • Top-area cell share: 12.7%
  • Synth logic family: AND-OR/OR-AND gates
  • Post-synth regs: 113
  • Yosys top cell by area: edfxtp_1
  • Syn Inst Count: 2,202
  • Seq/Total Area, Yosys: 17.6%
  • Async S/R FF share, synth: 0%
  • Yosys cell count: 2,202
  • Yosys warning tally: 2
  • Aoi share: 28.9%
  • Yosys stat area: 17,000 um2
  • EDFF count, synth: 72
  • Mapped Area: 17,000 um2

Route
  • Initial drt markers: 1,335
  • Post-route ant nets: 0
  • DRT Pass-1 Iters: 5
  • Mean routed wirelength per cell: 16.4 um
  • Antenna fix cells: 0
  • Routed vias: 16,435
  • DRC: 0
  • Routed WL: 49,000 um
  • Via/cell ratio: 5.51

Cells and area
  • Final core occ: 33.8%
  • Post-Layout Inst Area: 18,800 um2
  • Layout cells sized above 1: 7.66%
  • P&R area growth vs syn: 10.7%
  • Most numerous logic cell after layout: nor2_1
  • Most frequent cells in the layout: nor2_1, nand2_1, inv_1

Floorplan
  • Core footprint: 55,500 um2
  • Die area: 57,500 um2
  • I/O pin count: 48
  • Rows: 86
  • FP Util: 30.6%
  • Chip width: 240 um
  • Die height: 240 um
-- worst max path at each step --
stage	from	endpoint	slack (ps)	cells past startpoint
after CTS	data[1][1]	data[8][1]	5960	119
final	data[1][1]	data[8][1]	5670	119
after global routing	data[1][1]	data[9][0]	2890	119
-- flip-flops by register name (all words and copies together), names as in the netlist --
signal / count
out: 40
data: 40
Valid: 1
count: 32
-- final cells by class --
class	instances	area, um2
clock buffers	22	510
clock inverters	10	68.8
fillers	5723	36700
inverters	180	676
multi-input cells	1847	13000
flip-flops and latches	113	2980
well taps	748	936
repair buffers	61	576
-- worst max-delay path: cells and delay by family (launching register included) --
family | cells | cell delay (ps)
AND/OR/NAND/NOR | 39 | 7910
AND-OR/OR-AND | 47 | 11790
adder cells (fa/ha/maj) | 15 | 4560
multiplexers | 11 | 4150
buffers and inverters | 7 | 760
flip-flops | 1 | 510
-- metal layers --
layer | track usage, % | part of all wire [%]
met1 | 24.8 | 47
met5 | 0.779 | 0.13
met3 | 3.39 | 6.4
met4 | 2.88 | 1.9
met2 | 27.5 | 44
-- stage by stage --
stage | instances | hold slack [ps]
floorplan | 2202 | 416
global placement | 2949 | 477
detailed placement | 2949 | 481
CTS | 2981 | 496
global route | 2981 | 514
finish | 2981 | 488
-- Yosys cell counts, types with 12 or more instances --
master	instances
a22o_1	13
nand2_1	200
xor2_1	19
o21ai_0	132
xnor2_1	40
mux2_2	32
nand3_1	62
nor2_1	208
ha_1	160
o31ai_1	17
o211ai_1	26
a22oi_1	12
o221ai_1	12
a211o_1	12
nand4_1	30
a211oi_1	15
clkbuf_1	44
a21oi_1	174
dfxtp_1	41
nor3_1	40
nand2b_1	21
o21ai_1	24
o22ai_1	20
a31oi_1	24
mux2i_1	132
a21o_1	27
nor2b_1	25
and2_1	23
edfxtp_1	72
inv_1	178
and3_1	40
o21a_1	33
-- logic make-up (layout without fill, tap and decap cells) --
kind of cell | after synthesis | in the layout
AND-OR/OR-AND | 702 | 702
XOR/XNOR | 59 | 59
adder cells (fa/ha/maj) | 169 | 169
buffers and inverters | 242 | 273
flip-flops | 113 | 113
multiplexers | 178 | 178
AND/OR/NAND/NOR | 739 | 739
